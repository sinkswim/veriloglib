==> flow/design.v <==
module singleport_ram
#(
    parameter WIDTH = 8,
    parameter DEPTH = 2**4
)
(
    input clk,
    input wr_en,
    input rd_en,
    input [$clog2(DEPTH)-1:0] addr,
    inout [WIDTH-1:0] dinout
);
    reg [WIDTH-1:0] mem [DEPTH];
    reg rd_en_int;
    reg [WIDTH-1:0] dout;
    always @(posedge clk)
        begin
            if(wr_en)
                mem[addr] <= dinout;
            dout <= mem[addr];
            rd_en_int <= rd_en;
        end
    assign dinout = rd_en_int ? dout : {WIDTH{1'bZ}};
endmodule
==> flow/run.sh <==
#!/bin/bash
# OpenROAD 26Q1-2900-gdf79404cd8, Yosys 0.63+post, stock flow scripts
make -C /OpenROAD-flow-scripts/flow DESIGN_CONFIG=/design/flow/config.mk WORK_HOME=/design/flow/orfs finish
==> flow/config.mk <==
export PLATFORM = sky130hd
export DESIGN_NAME = singleport_ram
export DESIGN_NICKNAME = singleport_ram
export VERILOG_FILES = /design/flow/design.v
export SDC_FILE = /design/flow/constraint.sdc
export NUM_CORES = 4
export LEC_CHECK = 1
export CORE_UTILIZATION = 40
==> flow/constraint.sdc <==
current_design singleport_ram

set clk_period 3.0
set clk_io_pct 0.2

create_clock -name clk0 -period $clk_period [get_ports {clk}]

set non_clock_inputs [all_inputs -no_clocks]
set_input_delay [expr $clk_period * $clk_io_pct] -clock clk0 $non_clock_inputs
set_output_delay [expr $clk_period * $clk_io_pct] -clock clk0 [all_outputs]
==> summary.txt <==
On the backend side, the flow ran end to end.

The pin closest to its max-slew limit shows a slew of 0.7078 ns. The sum of overflow across all layers after global routing stands at 0. The tightest min-delay check is of the primary input to register type. After clock tree synthesis, the setup repair step added 0 buffers.

Of the total power, the clock network draws 47.9%. The worst setup path is captured at a register. The highest fanout seen on the critical path stands at 8. The later-pin clock latency in the skew report stands at 0.41 ns. The number of filler cells placed in the layout stands at 960.

A synthesized cell averages 22.03 um2. The total of hold buffers inserted after clock tree synthesis stands at 0. In this run the tightest slew margin relative to its limit is 52.64%. The number of distinct library cells after synthesis stands at 18. The number of endpoints with negative hold slack in the final report stands at 0. Sorting the Yosys area breakdown by cell type puts at the top sky130_fd_sc_hd__edfxtp_1. CTS saw 136 sinks. The detail route stage leaves a number of antenna-violating nets equal to 0. The global-route usage over all layers stands at 16.40%. The worst setup path is launched from a primary input. The switching power stands at 0.8724 mW. RePlAce ended its routability-driven mode at a weighted congestion of 0.7609. After synthesis the netlist holds a flip-flop and latch count of 136. The sum of negative setup slack stands at 0 ns.

In the Yosys report the total cell count is 230. Setup repair after global routing left no endpoint under its margin. The fraction of layout cells with a size suffix above 1 stands at 31.41%.

The die is 114.6 um tall. The switching part of the total stands at 19.30%. The final wirelength stands at 9159 um. The floorplan step defined a die boundary enclosing 0.01312 mm2. The routed wire length per instance stands at 20.58 um.

The timing-limited maximum frequency stands at 522.6 MHz. The number of antenna violations at the first check in global routing stands at 0. The die span in x stands at 114.6 um. The internal power component stands at 3.648 mW. Data on the critical path arrives at its endpoint at 2.02 ns. For the finished layout, the period the worst path requires is 1.914 ns.

The data required time of the worst path stands at 3.11 ns. The logs give a warning total of 282. The flow ran to the end, and the final reports show no timing, DRC or antenna violations. The critical path is of the primary input to register type. The region available for standard cell placement spans 0.01216 mm2. The H-tree was split into 4 levels.

The cell count after synthesis stands at 230. The post-layout period usage of the worst path stands at 63.79%. TritonRoute reported its final design rule violation total as 0. The netlist area before placement stands at 0.005067 mm2. CTS placed an instance of sky130_fd_sc_hd__clkbuf_16 at the clock tree root. The synthesized netlist has a Yosys-reported chip area of 0.005067 mm2. On the reported timing paths, the clock transition at the registers reads 0.05 ns. The tightest hold margin stands at 0.4345 ns. The synthesis-to-finish area growth stands at 19.56%. The global-route wire length before repair stands at 14,030 um. The total inserted antenna cells stands at 0. The row count stands at 40. According to the I/O placement log, the pin count is 15. The worst vdd rail ir drop stands at 0.0005283 V. Dividing total power by cell area gives a power density of 746.2 mW/mm2. The detailed router finished its first iteration with 160 violations.

Input and output buffers added on the ports amount to 5. The main area contributors are sky130_fd_sc_hd__edfxtp_1 (76%), sky130_fd_sc_hd__mux4_2 (14%), sky130_fd_sc_hd__dfxtp_1 (3.2%). The static leakage stands at 1.974 nW. The final max-slew violation count recorded for this run is 0.

The share of power burned in registers stands at 48.8%. Using the TritonRoute via totals, the vias-per-cell ratio works out to 5.153. From the final report, the count of setup violators was given as 0. The synthesized design devotes to its leading area cell type 75.85% of total area. The share of the yosys chip area belonging to registers stands at 79.01%. Per the detail_route report, the via count comes to 2,293. Of the total power, combinational logic draws 3.3%.

TritonCTS built the clock tree. The number of global-route vias before repair stands at 2,517. The maximum count of clock buffers along a single path stands at 2. At the floorplan stage, the core utilization is reported as 41.67%. Buffers inserted during clock tree synthesis total 17.

The largest clock skew in the final design stands at 0.005584 ns. The number of gates resized after CTS was 0. The wire-length estimate of the detail-placed layout is 5248 um. According to the report, the first pass of detailed routing completed in 4 iterations. Entering global routing, the biggest net connects 40 pins. The total of warnings raised by yosys stands at 2. The report counts max-capacitance violations totalling 0.
## synthesized netlist by cell type
cell and instances:
sky130_fd_sc_hd__clkbuf_1 2, sky130_fd_sc_hd__buf_6 2, sky130_fd_sc_hd__nand3_1 1, sky130_fd_sc_hd__nand3b_1 2
sky130_fd_sc_hd__buf_1 4, sky130_fd_sc_hd__nor2b_1 2, sky130_fd_sc_hd__nor2_1 13, sky130_fd_sc_hd__edfxtp_1 128
sky130_fd_sc_hd__buf_2 2, sky130_fd_sc_hd__and2_1 1, sky130_fd_sc_hd__mux4_2 32, sky130_fd_sc_hd__nand2_1 9
sky130_fd_sc_hd__nand2b_1 2, sky130_fd_sc_hd__clkbuf_2 1, sky130_fd_sc_hd__or3b_2 1, sky130_fd_sc_hd__dfxtp_1 8
sky130_fd_sc_hd__nor3_1 4, sky130_fd_sc_hd__a22oi_1 16
## placed cells by master (no fill, tap or decap), drive strengths merged
master	Yosys	final
dfxtp	8	8
a22oi	16	16
clkbuf	3	20
clkinvlp	0	4
nand2b	2	2
bufinv	0	4
clkinv	0	4
mux4	32	32
buf	8	23
nor3	4	4
edfxtp	128	128
nor2	13	13
clkdlybuf4s50	0	3
nand3	1	1
nor2b	2	2
or3b	1	1
nand2	9	9
and2	1	1
nand3b	2	2
## area by class of cell
cell class | count | area (um2) | share of cell area [%]
Sequential cell | 136 | 4004 | 66.09
Multi-Input combinational cell | 83 | 1003 | 16.56
Clock buffer | 20 | 456.7 | 7.538
Timing Repair Buffer | 26 | 210.2 | 3.470
Tap cell | 168 | 210.2 | 3.470
Clock inverter | 12 | 173.9 | 2.871
## critical path, stage by stage
cell and delay (ns):
sky130_fd_sc_hd__clkdlybuf4s50_1 0.50, sky130_fd_sc_hd__or3b_2 0.55, sky130_fd_sc_hd__nor3_1 0.15, sky130_fd_sc_hd__buf_4 0.21
## registers in the layout (all words and copies together) (netlist names)
| signal | cells |
|---|---|
| mem | 128 |
| dinout | 8 |
## worst paths after layout
path | end | cells after the start | startpoint | slack, ns
max | mem[0][1] | 4 | addr[2] | 1.09
min | mem[6][4] | 0 | dinout[4] | 0.43
max reg2reg | dinout[1] | 3 | mem[2][1] | 1.67
min reg2reg | dinout[7] | 3 | mem[14][7] | 0.67
## per-stage QoR
step	instance area [um2]	instances	util, %	worst slack (ns)	power, mW
after floorplan	5067	230	-	0.9070	2.321
after global placement	5428	413	44.63	0.6801	2.392
after detailed placement	5428	413	44.63	0.6545	2.398
after CTS	6058	445	49.81	1.088	4.552
after global routing	6058	445	49.81	1.042	4.659
final	6058	445	49.81	1.086	4.521
## cells by family (layout without fill, tap and decap cells)
| logic type | after synthesis | count (layout) | synth area share (%) |
|---|---|---|---|
| compound gates | 16 | 16 | 2.370 |
| buf+inv | 11 | 58 | 1.185 |
| flops | 136 | 136 | 79.01 |
| mux | 32 | 32 | 14.22 |
| simple gates | 35 | 35 | 3.210 |
## power groups by stage
stage	Combinational (mW)	Clock, mW	Sequential, mW
6_report	0.148	2.17	2.21
5_1_grt	0.162	2.28	2.22
4_1_cts	0.152	2.19	2.21
## routing by layer
metal  global-route usage (%)  routed length [um]  vias to the layer above
li1                         -                   -                     1030
met2                    24.12                4375                      105
met4                    1.818                  72                        0
met3                    10.36                1001                        7
met5                        0                   0                        -
met1                    23.20                3710                     1151
Power and IR drop assume default switching activity.
