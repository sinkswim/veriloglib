--- design/flow/config.mk ---
export PLATFORM = sky130hd
export DESIGN_NAME = register_file
export DESIGN_NICKNAME = register_file
export VERILOG_FILES = /design/flow/design.v
export SDC_FILE = /design/flow/constraint.sdc
export NUM_CORES = 4
export LEC_CHECK = 1
export CORE_UTILIZATION = 50
--- design/flow/constraint.sdc ---
current_design register_file

set clk_period 45.6
set clk_io_pct 0.2

create_clock -name clk0 -period $clk_period [get_ports {clk}]

set non_clock_inputs [all_inputs -no_clocks]
set_input_delay [expr $clk_period * $clk_io_pct] -clock clk0 $non_clock_inputs
set_output_delay [expr $clk_period * $clk_io_pct] -clock clk0 [all_outputs]
--- design/flow/design.v ---
module register_file 
#(
    parameter REGNUM = 32,
    parameter WIDTH = 64
)
(
    input clk,
    input reset,
    input enable,
    input rd1,
    input rd2,
    input wr,
    input [$clog2(REGNUM)-1:0] add_wr,
    input [$clog2(REGNUM)-1:0] add_rd1,
    input [$clog2(REGNUM)-1:0] add_rd2,
    input [WIDTH-1:0] datain,
    output reg [WIDTH-1:0] out1,
    output reg [WIDTH-1:0] out2
);
reg [WIDTH-1:0] registers [0:REGNUM-1];
always @(posedge clk) begin: read_process
    if (enable) begin
        if (rd1) begin
            if ((add_rd1 == add_wr) && (wr == 1))
                out1 <= datain;  
            else
                out1 <= registers[add_rd1];
        end else begin
            out1 <= 'z;
        end
        if (rd2) begin
            if ((add_rd2 == add_wr) && (wr == 1))
                out2 <= datain;  
            else
                out2 <= registers[add_rd2];
        end else begin
            out2 <= 'z;
        end
    end else begin
        out1 <= 'z;
        out2 <= 'z;
    end
end
always @(posedge clk) begin: write_process
    if (reset) begin
        for (int i = 0; i < REGNUM; i++) begin
            registers[i] <= '0;
        end
    end else if (enable) begin
        if (wr) begin
            registers[add_wr] <= datain;
        end
    end
end
endmodule
--- design/flow/run.sh ---
#!/bin/bash
# OpenROAD 26Q1-2900-gdf79404cd8, Yosys 0.63+post, stock flow scripts
make -C /OpenROAD-flow-scripts/flow DESIGN_CONFIG=/design/flow/config.mk WORK_HOME=/design/flow/orfs finish
==> commit_impl_results.txt <==
Record implementation results from latest flow run

- OpenSTA, run right after detailed placement, puts the worst setup slack at roughly 31 ns.
* Number of failing setup endpoints in the final timing report: 0
- DRC Markers: 0
* Vias in the first global route: around 76,000
* Synth Area per Inst: about 15 um^2
- Number of fill cells: 16,900
* CP max FO: between 40 and 50
- The first detailed-routing pass ran for 6 iterations.
- Total met3 wirelength after detailed routing: 81.7 mm
- The run finished with clean final reports.
- STA classifies the critical path startpoint as an input pin.
- Per the final timing report, the hold violations number 0.
- Most common logic cell in the routed design: and2_1
* Starting utilization of the core area: 0.503
- STA classifies the critical path endpoint as a flop.
* Share of flip-flops with an asynchronous set or reset after synthesis: 0
- Count of buffers added by post-CTS timing repair for setup: 0
- The initialized floorplan defines roughly 170 standard-cell rows.
- The worst hold path belongs to the class reg -> reg.
- In this run the count of I/O pins placed on the die edge is approximately 210.
- Clock tree synthesis found a total of approximately 2,200 sinks.
* Number of cells upsized or downsized after cts: 0
- According to the timing report, the arrival time at the worst endpoint equals ~14 ns.
- Worst slew margin relative to its limit: 0.218
* Wirelength per Cell: around 40 um
* Clock buffer depth: 3
- Clock latency on the worst-skew pair, taken at its later pin, is 0.90 ns.
* Total non-filler cell area in the finished layout: ~130,000 um^2
- In the final run the clock tree shows a worst skew of 0.0263 ns.
* Count of port buffers added during placement: ~210
- H-tree Lvls: 4
* Total power per unit cell area: 38.7 nW/um^2
* Yosys stat chip area: between 100,000 and 150,000 um^2
* Cells along the critical path: buf_8 -> buf_4 -> buf_4 -> buf_4 -> buf_4 -> mux4_2 -> a22o_1 -> o21ai_0 -> a31oi_1
- Max-slew violation count: 0
- Looking at the reg2reg group, the worst path starts from registers[29][27].
- The cell that appears most often on the critical path is buf_4.
- Yosys synthesis warning count: 5
* Vias per cell: approximately 6.6
* Core outline area: roughly 220,000 um^2
* Metal1 wirelength: between 100 and 150 mm
- In the synthesized netlist, the number of instances is 7,462.
* Register area share after synthesis: 0.572
- Final cycle utilization of the critical path: 0.291
- Setup slack closes at 32.34 ns.
- For this design the static power due to leakage is 43.1 nW.
- For the worst reg-to-reg path, the endpoint reported by OpenROAD is out1[27].
- The highest metal layer carrying signal wires in the routed design is met5.
* Aggregate negative setup slack: 0 ns
- Antenna violations before repair: between 40 and 50
- Counting flops and latches in the post-synthesis netlist gives 2,176.
- In the global route stage, overall resource usage came out at 0.425.
* Die Size: about 230,000 um^2
- Transition time at the pin with the least slew margin: 1.16 ns
* Max Freq: ~75 MHz
* Height of the die: 475 um
* Number of vias in the routed layout: a little over 70,000
- Worst reg2reg setup slack: about 43 ns
- Area after DPL: 117,000 um^2
- Largest stage delay, worst path: 0.73 ns
- Required time of the worst setup path: 46.34 ns
- The logs give a warning total of 28.
* Number of synthesized flops with an enable pin: approximately 2,000
* Peak supply drop: between 0.00003 and 0.00004 V
- Drt initial violations: about 4,800
* Number of cell instances after yosys synthesis: roughly 7,500
- Destination of the worst hold path: out1[51]
* Layout cells sized above 1: 0.232
- Number of distinct library cells after synthesis: ~52
- Number of maximum-capacitance violations: 0
* Synthesis-to-layout area growth: 11.8%
- The final weighted congestion recorded by global placement is ~0.94.
* Crit Path Class: in -> reg
- The first global-routing pass estimated just under 600 mm of wire.
- Clock root buffer: clkbuf_16
- Counting instances, the worst hold path has a depth of 3.
* Worst r2r path cells: 5
- TritonCTS built the clock tree.
- For the finished layout, the period the worst path requires is roughly 13 ns.
* Final wirelength: between 400 and 500 mm
* Cell with the largest stage delay on the worst path: buf_4
- CTS added clock buffers totalling about 240.
- Setup repair after global routing missed its margin: no
- Largest net degree at the start of global routing: between 70 and 80
- According to the floorplan report, the die width is 475 um.
* Global route overflow: 0
- Clock transition at path regs: ~0.060 ns
- ANT nets after route: 0
- In this run, post-CTS hold repair placed 0 buffers.
* Dominant synthesized flop cell: edfxtp_1
* Detailed placer's ending HPWL: around 240 mm
- In this run the cell area of the synthesized design comes to 112,000 um^2.
* Startpoint of the worst hold path: registers[0][51]
- Leaving out fill and tap cells, the most frequent cells in the layout are and2_1 (2,069), edfxtp_1 (2,048), mux4_2 (935), buf_4 (330), mux2i_1 (246).
* Sum of met2 wire segment lengths after detailed routing: ~190 mm
logic make-up (layout without fill, tap and decap cells):
family | Yosys count | in the layout | synth area share
xor+xnor | 10 | 10 | 0.000782
simple gates | 2489 | 2489 | 0.133
other cells | 0 | 44 | 0
compound gates | 741 | 741 | 0.0478
buf+inv | 835 | 1007 | 0.0334
flops | 2176 | 2176 | 0.572
mux | 1211 | 1211 | 0.213
final cells by class:
cell class              instances  area, um^2  share of cell area
flip-flops and latches       2176       64100               0.512
multi-input cells            4451       44700               0.357
clock buffers                 336        6760              0.0540
repair buffers                553        4880              0.0389
well taps                    2975        3720              0.0297
clock inverters               112         943             0.00753
diodes                         44         110            0.000879
inverters                       6        25.0            0.000200
per-stage QoR:
stage | power (mW) | util | hold WS [ns] | cells
floorplan | 2.70 | - | 0.760 | 7462
global placement | 2.95 | 0.528 | 0.901 | 10200
detailed placement | 2.96 | 0.528 | 0.901 | 10200
CTS | 4.85 | 0.562 | 0.912 | 10600
global route | 4.97 | 0.562 | 0.949 | 10600
finish | 4.85 | 0.563 | 0.903 | 10700
worst max-delay path, delay by kind of cell:
kind            cells  cell delay [ns]
compound gates      3             1.01
buf+inv             5             3.11
mux                 1             0.60
cells in the mapped netlist, types with 35 or more instances:
cell,count,area share
edfxtp_1,2048,0.55
a21oi_1,38,0.0017
o221ai_1,92,0.0072
or2_2,38,0.0021
buf_1,42,0.0014
o211ai_1,35,0.0023
o22ai_1,171,0.0095
o21ai_0,75,0.0034
clkbuf_1,575,0.019
nand3_1,35,0.0016
mux4_2,935,0.19
buf_4,63,0.0042
a31oi_1,48,0.0027
dfxtp_1,128,0.023
nor3_1,41,0.0018
a211oi_1,42,0.0028
buf_2,120,0.0054
and2_1,2070,0.12
nand2_1,118,0.0040
nor2_1,108,0.0036
a211o_1,53,0.0041
mux2i_1,246,0.022
a22o_1,93,0.0073
worst max path at each step:
stage / to / cells after the start / startpoint
finish: out1[36] / 9 / add_rd1[0]
global route: out1[36] / 9 / add_rd1[0]
CTS: out1[36] / 9 / add_rd1[0]
sequential cells by signal, indices dropped and copies added (netlist names):
| register | flops |
|---|---|
| out2 | 64 |
| registers | 2048 |
| out1 | 64 |
routing by layer:
layer  track usage  up-vias
li1              -    28700
met1         0.468    34500
met2         0.572     5866
met3         0.347     1343
met4         0.239       69
met5        0.0535        -
where the power goes:
| part | leakage [nW] | internal (mW) | switching, mW |
|---|---|---|---|
| logic | 18.8 | 0.242 | 0.336 |
| clock network | 3.80 | 1.09 | 0.822 |
| registers | 20.5 | 2.30 | 0.0554 |
| total | 43.1 | 3.64 | 1.21 |
Power is estimated from default activity; no workload was simulated.
